==> /design/flow/design.v <==
module top_module (
    input [7:0] A_in,
    input [7:0] B_in,
    input operands_val,
    input Clk, Rst, ack,
    output [7:0] gcd_out,
    output gcd_valid
);
    wire [1:0] A_MUX_sel;
    wire B_MUX_sel, A_en, B_en, A_lt_B, B_eq_0;
    datapath d1 (
        .A_in(A_in),
        .B_in(B_in),
        .Clk(Clk),
        .A_MUX_sel(A_MUX_sel),
        .B_MUX_sel(B_MUX_sel),
        .A_en(A_en),
        .B_en(B_en),
        .gcd_out(gcd_out),
        .A_lt_B(A_lt_B),
        .B_eq_0(B_eq_0)
    );
    controlpath c1 (
        .ack(ack),
        .Rst(Rst),
        .Clk(Clk),
        .operands_val(operands_val),
        .A_lt_B(A_lt_B),
        .B_eq_0(B_eq_0),
        .A_MUX_sel(A_MUX_sel),
        .B_MUX_sel(B_MUX_sel),
        .gcd_valid(gcd_valid),
        .A_en(A_en),
        .B_en(B_en)
    );
endmodule
module datapath (
    input [7:0] A_in, B_in,
    input Clk,
    input [1:0] A_MUX_sel,
    input B_MUX_sel, A_en, B_en,
    output [7:0] gcd_out,
    output A_lt_B, B_eq_0
);
    wire [7:0] A_MUX_out, B_MUX_out;
    reg [7:0] A, B;
    wire [7:0] Sub_out;
    always @(posedge Clk) begin
        if (A_en)
            A <= A_MUX_out;
        if (B_en)
            B <= B_MUX_out;
    end
    assign A_MUX_out = A_MUX_sel[1] ? B : (A_MUX_sel[0] ? Sub_out : A_in);
    assign B_MUX_out = B_MUX_sel ? A : B_in;
    assign Sub_out = A - B;
    assign A_lt_B = (A < B);
    assign B_eq_0 = (B == 0);
    assign gcd_out = A;
endmodule
module controlpath (
    input ack, Rst, Clk, operands_val, A_lt_B, B_eq_0,
    output reg [1:0] A_MUX_sel,
    output reg B_MUX_sel,
    output gcd_valid,
    output reg A_en, B_en
);
    reg [1:0] state;
    reg [1:0] state_next;
    parameter idle = 2'b00;
    parameter busy = 2'b01;
    parameter done = 2'b10;
    always @(posedge Clk or posedge Rst) begin
        if (Rst)
            state <= idle;
        else
            state <= state_next;
    end
    always @(*) begin
        A_MUX_sel = 2'b00;
        B_MUX_sel = 1'b0;
        A_en = 1'b0;
        B_en = 1'b0;
        state_next = state;
        case (state)
            idle: begin
                A_MUX_sel = 2'b00;
                B_MUX_sel = 1'b0;
                A_en = 1'b1;
                B_en = 1'b1;
                if (operands_val)
                    state_next = busy;
            end
            busy: begin
                if (A_lt_B) begin
                    A_MUX_sel = 2'b10;
                    B_MUX_sel = 1'b1;
                    A_en = 1'b1;
                    B_en = 1'b1;
                end else begin
                    A_MUX_sel = 2'b01;
                    B_MUX_sel = 1'b0;
                    A_en = 1'b1;
                    B_en = 1'b0;
                end
                if (B_eq_0)
                    state_next = done;
            end
            done: begin
                A_en = 0;
                B_en = 0;
                if (ack)
                    state_next = idle;
            end
        endcase
    end
    assign gcd_valid = (state == done);
endmodule
==> /design/flow/run.sh <==
#!/bin/bash
# OpenROAD 26Q1-2900-gdf79404cd8, Yosys 0.63+post, stock flow scripts
make -C /OpenROAD-flow-scripts/flow DESIGN_CONFIG=/design/flow/config.mk WORK_HOME=/design/flow/orfs finish
==> /design/flow/config.mk <==
export PLATFORM = sky130hd
export DESIGN_NAME = top_module
export DESIGN_NICKNAME = top_module
export VERILOG_FILES = /design/flow/design.v
export SDC_FILE = /design/flow/constraint.sdc
export NUM_CORES = 4
export LEC_CHECK = 1
export CORE_AREA = 10 10 92 92
export DIE_AREA = 0 0 102 102
==> /design/flow/constraint.sdc <==
current_design top_module

set clk_period 5.7
set clk_io_pct 0.2

create_clock -name clk0 -period $clk_period [get_ports {Clk}]

set non_clock_inputs [all_inputs -no_clocks]
set_input_delay [expr $clk_period * $clk_io_pct] -clock clk0 $non_clock_inputs
set_output_delay [expr $clk_period * $clk_io_pct] -clock clk0 [all_outputs]
==> notes.md <==
The run has ended; figures from its reports follow.

The run finished with clean final reports. The initial antenna violation count came out at 0. The startpoint class of the critical path is a flop.

The pin count of the biggest net entering global routing came out at 18. The main area contributors are sky130_fd_sc_hd__edfxtp_1, sky130_fd_sc_hd__ha_1, sky130_fd_sc_hd__mux2_1. STA lists the maximum fanout along the critical path as 16.

The per-cell routed wire length came out at 13.58 um. The count of library flops with an enable pin is 16. The die footprint is 10400 sq um.

For this run, the detailed router reports a per-instance via density of 4.445. The transition at the pin with the smallest max-transition slack is 635.4 ps. The number of hold-repair buffers added at the cts stage came out at 0. The setup slack on the worst flop-to-flop path is 2700 ps. CTS built an H-tree with a depth of 1. The proportion of synthesized flip-flops having asynchronous set or reset came out at 15.79%. Per the log, the first TritonRoute iteration ended with a DRC count of 71. The finished cells cover 1700 sq um.

The reported leakage power came out at 0.0006661 uW. The tool warning count is 25. The number of sinks on the clock net is 19.

Setup repair after global routing left no endpoint under its margin. The number of max-slew violations in the final report is 0. The number of global-route vias before repair came out at 1122. The aggregate global routing overflow is 0. Between clock sinks in the finished design, the worst skew comes to 2.798 ps.

The commonest register cell is sky130_fd_sc_hd__edfxtp_1. The total of endpoints with negative setup slack in the final report came out at 0. The initial utilization of the core area, before any placement, comes to 20.17%. The clock latency reported for the late side of the worst-skew pair is 250 ps.

The clock transition at the registers of the reported paths came out at 70 ps. The total power divided by cell area is 725.9 nW/um^2. The critical path data required time came out at 5700 ps. The endpoint class of the critical path is a flop.

The register bit count reported by yosys came out at 19. The placed wire-length estimate is 2551 um. In this run the layout overhead on the synthesized area is reported as 30.55%. Measured in cells, the most critical reg-to-reg path has a length of 8. The wire length after detailed routing is 3109 um. In the Yosys report, the sequential cells make up 42.75% of the chip area. TritonCTS built the clock tree.

The I/O pin total is 29. The die outline height came out at 102 um. The Yosys warning count came out at 2. The critical path ends at d1.B[6]. The number of cells in the design after placement is 225.

The worst path in the final design needs a cycle of 2996 ps, including I/O delays and setup. The final sum of negative setup slack is 0 ps. In the routed design, unresolved DRC markers number 0. The tally of unique sky130hd cells used after synthesis came out at 42. The core area is 6459 sq um.

Buffers added to address setup during post-CTS repair amount to 0. Note that the worst hold path type here is reg -> reg. After synthesis, the mean cell area works out to 10.50 sq um. The yosys stat cell total is 124. In the final layout, the fill cell count is 693. The yosys-reported design area after synthesis is 1302 sq um.

Counting the buffers created by CTS gives 3. Global routing used 6.139% of the available tracks. The placed instance area came out at 1655 sq um. Summed over all instances, the cell type with the most area after synthesis is sky130_fd_sc_hd__edfxtp_1. The global-route wire length before repair came out at 5230 um.

OpenSTA lists the critical path startpoint as d1.A[0]. The highest clock rate came out at 333.8 MHz. The analysis reports a worst IR drop on VDD of 270.0 uV. The max-slew headroom at the worst pin came out at 57.64%. The share of the clock period used by the worst path after layout came out at 52.55%.

The routed design ends up with an antenna cell count of 0. The synthesized instance count is 124. The worst hold margin came out at 518.0 ps. The final hold violation count came out at 0.

The most common logic cell in the routed design is sky130_fd_sc_hd__clkdlybuf4s50_1. The number of gates resized after CTS came out at 0. The first-pass detailed-route iteration total came out at 4. The endpoint identified for the worst register-to-register timing path is d1.B[6].

RePlAce ended its routability-driven mode at a weighted congestion of 0.8421. The via count is 1018. The number of standard cells in the layout, taps in and fillers out came out at 229. The maximum root-to-sink buffer count is 2. The number of standard-cell rows in the floorplan is 29.

The synthesized cell area is 1302 sq um. At the worst endpoint, the arrival time is 3000 ps. The library cell used as clock root buffer is sky130_fd_sc_hd__clkbuf_8. The number of buffers inserted by port buffering is 28. The remaining number of nets flagged by the antenna check after routing is 0. The number of maximum-capacitance constraint violations is 0. Per the cell usage report, the commonest logic cells after layout are sky130_fd_sc_hd__clkdlybuf4s50_1, sky130_fd_sc_hd__edfxtp_1, sky130_fd_sc_hd__inv_1.

Per the timing report, the most critical flop-to-flop path originates at d1.A[0]. The critical path class is reg -> reg. The fraction of synthesized cell area taken by the top area cell type came out at 36.89%. The horizontal die size came out at 102 um.

In the final layout, the share of cells above drive strength 1 is 7.895%.
## through the flow
stage	worst slack, ps	power [uW]	utilization, %
final	2704	1234	26.33
after global placement	2780	1156	25.63
after floorplan	3357	947.8	-
after global routing	2542	1357	26.33
after detailed placement	2693	1152	25.63
after CTS	2686	1250	26.33
## Yosys cell counts, types with 3 or more instances
cell type and count:
sky130_fd_sc_hd__a21oi_1 4, sky130_fd_sc_hd__ha_1 8, sky130_fd_sc_hd__mux2_1 8, sky130_fd_sc_hd__edfxtp_1 16, sky130_fd_sc_hd__nand2_1 9, sky130_fd_sc_hd__or2_2 4, sky130_fd_sc_hd__o21ai_0 3, sky130_fd_sc_hd__nor4_1 3
sky130_fd_sc_hd__o21a_1 3, sky130_fd_sc_hd__nor2_1 11, sky130_fd_sc_hd__a31oi_1 5, sky130_fd_sc_hd__inv_1 13
## cells by family after synthesis
group,Yosys count,share of synthesized area [%]
AND-OR/OR-AND,30,18.64
multiplexers,9,7.685
flip-flops,19,42.75
AND/OR/NAND/NOR,38,14.79
buffers and inverters,17,5.571
adder cells (fa/ha/maj),9,9.222
XOR/XNOR,2,1.345
## worst max-delay path: stages (launching register included)
cell and delay, ps:
sky130_fd_sc_hd__edfxtp_1 420, sky130_fd_sc_hd__inv_1 80, sky130_fd_sc_hd__ha_1 180, sky130_fd_sc_hd__fa_1 260, sky130_fd_sc_hd__nor2b_4 60, sky130_fd_sc_hd__o31a_4 300, sky130_fd_sc_hd__a221oi_4 570, sky130_fd_sc_hd__and2_1 500
sky130_fd_sc_hd__mux2_1 370
## how the worst min path moves through the flow
stage | from | endpoint | slack (ps) | depth (start not counted)
after CTS | c1.state[0] | c1.state[0] | 520 | 2
after global routing | c1.state[0] | c1.state[0] | 550 | 2
final | c1.state[0] | c1.state[0] | 520 | 2
## routing by layer
layer | part of all wire, % | track usage [%]
met2 | 47 | 10.32
met5 | 0 | 0
met4 | 1.4 | 0.9761
met1 | 44 | 7.455
met3 | 7.3 | 2.386
## sequential cells by signal (all words and copies together) (netlist names)
register and flops:
d1.A 8, d1.B 8, c1.state 3
## report_power, final
| group | switching, uW | internal [uW] |
|---|---|---|
| Clock | 42.2 | 49.6 |
| Sequential | 70.6 | 281 |
| Combinational | 400 | 390 |
| Total | 513 | 721 |
## layout make-up
cell class / instances / area, sq um / area share (%)
Clock buffer: 4 / 45.04 / 2.649
Timing Repair Buffer: 28 / 280.3 / 16.48
Tap cell: 77 / 96.34 / 5.666
Inverter: 13 / 48.80 / 2.870
Multi-Input combinational cell: 88 / 673.1 / 39.59
Sequential cell: 19 / 556.8 / 32.74
Power is estimated from default activity; no workload was simulated.
